File: ./config.mk
export PLATFORM = sky130hd
export DESIGN_NAME = SmartParkingSystem
export DESIGN_NICKNAME = SmartParkingSystem
export VERILOG_FILES = /design/flow/design.v
export SDC_FILE = /design/flow/constraint.sdc
export NUM_CORES = 4
export LEC_CHECK = 1
export CORE_UTILIZATION = 30
File: ./constraint.sdc
current_design SmartParkingSystem

set clk_period 6.7
set clk_io_pct 0.2

create_clock -name clk0 -period $clk_period [get_ports {clk}]

set non_clock_inputs [all_inputs -no_clocks]
set_input_delay [expr $clk_period * $clk_io_pct] -clock clk0 $non_clock_inputs
set_output_delay [expr $clk_period * $clk_io_pct] -clock clk0 [all_outputs]
File: ./design.v
module SmartParkingSystem(
    input clk,
    input reset_n,
    input echo,
    input [3:0] ir_sensors,
    output reg trigger,
    output reg servo_pwm,
    output reg red_led,
    output reg green_led
);
localparam CLK_FREQ = 50_000_000;
localparam TRIGGER_PULSE_US = 10;
localparam MEASURE_INTERVAL = 3_000_000;
localparam DISTANCE_THRESHOLD = 25;
localparam CM_CONVERSION = 58;
localparam PWM_PERIOD = 1_000_000;
localparam PWM_MIN = 50_000;
localparam PWM_MAX = 100_000;
localparam IDLE           = 3'b000;
localparam CHECK_SLOTS    = 3'b001;
localparam OPEN_GATE      = 3'b010;
localparam HOLD_GATE_OPEN = 3'b011;
localparam CLOSE_GATE     = 3'b100;
reg [31:0] ultrasonic_counter;
reg [31:0] echo_counter;
reg [2:0] state;
reg vehicle_detected;
reg [3:0] slot_status;
reg [31:0] pwm_counter;
reg [31:0] gate_timer;
reg [31:0] pwm_duty_cycle;
reg [31:0] next_pwm_duty_cycle;
always @(posedge clk or negedge reset_n) begin
    if (!reset_n) begin
        ultrasonic_counter <= 0;
        trigger <= 0;
        echo_counter <= 0;
        vehicle_detected <= 0;
    end else begin
        if (ultrasonic_counter < MEASURE_INTERVAL) begin
            ultrasonic_counter <= ultrasonic_counter + 1;
            trigger <= (ultrasonic_counter < (TRIGGER_PULSE_US * (CLK_FREQ/1_000_000)));
        end else begin
            ultrasonic_counter <= 0;
        end
        if (echo) begin
            echo_counter <= echo_counter + 1;
        end else if (echo_counter > 0) begin
            vehicle_detected <= (echo_counter < (DISTANCE_THRESHOLD * CM_CONVERSION));
            echo_counter <= 0;
        end
    end
end
always @(posedge clk or negedge reset_n) begin
    if (!reset_n) begin
        pwm_counter <= 0;
        servo_pwm <= 0;
        pwm_duty_cycle <= PWM_MIN;
    end else begin
        pwm_duty_cycle <= next_pwm_duty_cycle;
        if (pwm_counter < PWM_PERIOD) begin
            pwm_counter <= pwm_counter + 1;
            servo_pwm <= (pwm_counter < pwm_duty_cycle);
        end else begin
            pwm_counter <= 0;
        end
    end
end
always @(posedge clk or negedge reset_n) begin
    if (!reset_n) begin
        state <= IDLE;
        green_led <= 0;
        red_led <= 0;
        slot_status <= 4'b1111;
        gate_timer <= 0;
        next_pwm_duty_cycle <= PWM_MIN;
    end else begin
        slot_status <= ir_sensors;
        case (state)
            IDLE: begin
                red_led <= (slot_status == 4'b1111);
                green_led <= (slot_status != 4'b1111);
                next_pwm_duty_cycle <= PWM_MIN;
                if (vehicle_detected) begin
                    state <= CHECK_SLOTS;
                end
            end
            CHECK_SLOTS: begin
                if (slot_status != 4'b1111) begin
                    state <= OPEN_GATE;
                    green_led <= 1;
                    red_led <= 0;
                end else begin
                    state <= IDLE;
                    red_led <= 1;
                    green_led <= 0;
                end
            end
            OPEN_GATE: begin
                next_pwm_duty_cycle <= PWM_MAX;
                state <= HOLD_GATE_OPEN;
                gate_timer <= 0;
            end
            HOLD_GATE_OPEN: begin
                if (gate_timer < 250_000_000) begin
                    gate_timer <= gate_timer + 1;
                end else begin
                    state <= CLOSE_GATE;
                end
            end
            CLOSE_GATE: begin
                next_pwm_duty_cycle <= PWM_MIN;
                state <= IDLE;
                green_led <= 0;
                red_led <= (slot_status == 4'b1111);
            end
            default: state <= IDLE;
        endcase
    end
end
endmodule
File: ./run.sh
#!/bin/bash
# OpenROAD 26Q1-2900-gdf79404cd8, Yosys 0.63+post, stock flow scripts
make -C /OpenROAD-flow-scripts/flow DESIGN_CONFIG=/design/flow/config.mk WORK_HOME=/design/flow/orfs finish
==> flow_summary_export.csv <==
group,metric,value,unit
detailed_routing,wl_per_cell,12.39,um
finish,drive_above_1_share,0.08112,
yosys,yosys_most_used_dff,"dfrtp_1",
yosys,synth_area,0.006733,sq mm
final_timing,slew_viol_final,0,
yosys,ys_types,55,
global_routing,grt_max_degree,68,
setup_path,start_kind,"input port",
yosys,syn_area_per_cell,10.14,sq um
placed_design,numPortBuffers,10,
clocking,cts-root-buf,"clkbuf_16",
yosys,mux_share,0.02230,
final_timing,tns,0,ns
yosys,synthAoiAreaFrac,0.09348,
final_timing,max_slew_margin,0.4450,
detailed_routing,wirelength,12330,um
floorplanning,core_area,0.02189,sq mm
outcome,status,"complete, no violations",
final_timing,period_needed,2.982,ns
clocking,cts.reportedPaths.clkPinSlew,0.06,ns
yosys,yosys.area_share.simple,0.2490,
global_routing,grt_pass1_wl,22570,um
floorplanning,die_area,0.02304,sq mm
final_timing,max_freq,335.4,MHz
min_path,hold_class,"flip-flop to flip-flop",
yosys,enable_flop_cells,0,
clocking,post_cts_buffers,0,
setup_path,critical_path.endpoint_type,"flip-flop",
global_routing,grt_pass1_vias,4765,
final_timing,setup_viol,0,
yosys,synthCells,664,
power,ir_drop,159.6,uV
detailed_routing,drt_iter0_drc,199,
clocking,cts_inserted_buffers,17,
final_timing,worstMarginPinSlew,0.8304,ns
yosys,top_cells_by_area,"dfrtp_1, nand3_1, nand2_1",
final_timing,rsz0062_at_grt,"false",
yosys,yosys_cells,664,
placed_design,place_area,0.007224,sq mm
clocking,htreeDepth,4,
detailed_routing,first_pass_iters,4,
clocking,hold_buffers,0,
detailed_routing,drc,0,
yosys,synth_top_area_share,0.5166,
clocking,cts.sinks,146,
yosys,fa_ha_area_frac,0.02230,
yosys,ys_warn_count,1,
setup_path,arrival,3.27,ns
global_routing,antenna_found_initial,0,
clocking,cts_buffer_depth,2,
yosys,ys_seq_share,0.5440,
global_routing,grt_usage,0.1178,
floorplanning,dieWidth,151.8,um
finish,area_growth,17.17,%
final_timing,final-hold-violation-count,0,
clocking,insertion_delay,0.41,ns
placed_design,gp_congestion,0.8129,
detailed_routing,antenna_left,0,
yosys,ys.flops,146,
final_timing,clock_skew,0.006109,ns
clocking,post_cts_resized,0,
finish,fin_area,0.007889,sq mm
placed_design,dp_hpwl,8093,um
setup_path,path_class,"input port to flip-flop",
job,warnings,26,
final_timing,hold_ws,0.3693,ns
power,report.power.total,2.053,mW
finish,logic_area,0.003013,sq mm
setup_path,cp.required,6.99,ns
setup_path,critPathMaxFanout,10,
yosys,xor_share,0.04683,
yosys,ys_area,0.006733,sq mm
yosys,yosys.area.top_type,"dfrtp_1",
power,cellLeakagePower,3.361,nW
floorplanning,io_pins,11,
global_routing,overflow,0,
yosys,topCombFamilyByArea,"simple AND/OR/NAND/NOR gates",
yosys,async_reset_ff_frac,1.000,
finish,layout.area.seq,0.003662,sq mm
floorplanning,fp.dieH,151.8,um
floorplanning,initial_utilization,0.3076,
final_timing,finalClockPeriodUsage,0.4450,
detailed_routing,insertedDiodeCount,0,
finish,fillers,2175,
clocking,cts_tree,"yes",
floorplanning,placementRows,54,
job,maxCapViolCount,0,
detailed_routing,viasPerCell,4.861,
detailed_routing,vias,4837,
power,power_density,260.2,mW/mm^2
-- registers in the layout, indices dropped and copies added (netlist names) --
| name | count |
|---|---|
| vehicle_detected | 1 |
| slot_status | 4 |
| red_led | 1 |
| servo_pwm | 1 |
| pwm_counter | 32 |
| green_led | 1 |
| ultrasonic_counter | 32 |
| trigger | 1 |
| gate_timer | 32 |
| pwm_duty_cycle | 2 |
| echo_counter | 32 |
| state | 5 |
| next_pwm_duty_cycle | 2 |
-- report_power, final --
group	total (mW)	internal, mW	leakage (nW)	switching, mW
logic	0.0812	0.0255	1.09	0.0557
clock network	1.06	0.697	0.316	0.359
registers	0.915	0.902	1.96	0.0133
-- cell usage in the layout (no fill, tap or decap), types with 10 or more instances in the layout --
cell type  netlist  final
a21oi_1         12     12
and3_1          17     17
and4_1          10     10
clkbuf_16        0     17
conb_1           1     22
dfrtp_1        139    139
ha_1            12     12
inv_1           16     16
mux2i_1         15     15
nand2_1         71     71
nand3_1         59     59
nand4_1         29     29
nor2_1          68     68
nor3_1          12     12
nor4_1          18     18
o211ai_1        11     11
o21ai_0         39     39
o31ai_1         12     12
xnor2_1         11     11
xor2_1          25     25
-- cell families after synthesis --
logic type / count (synthesis)
multiplexers: 15
XOR/XNOR: 36
other: 1
AND/OR/NAND/NOR: 322
buffers and inverters: 33
AND-OR/OR-AND: 99
adder cells (fa/ha/maj): 12
flip-flops: 146
-- routing by layer --
layer	global-route usage	up-vias	routed length, um
met1	0.1886	2317	6384
li1	-	2451	-
met2	0.1755	65	5461
met4	0.01381	0	80
met3	0.02354	4	406
met5	0	-	0
-- path summary, 6_finish.rpt --
check,start,endpoint,slack [ns],cells past startpoint
hold reg to reg,next_pwm_duty_cycle[14]$_DFFE_PN1P_,pwm_duty_cycle[14]$_DFF_PN1_,0.37,0
hold / removal,next_pwm_duty_cycle[14]$_DFFE_PN1P_,pwm_duty_cycle[14]$_DFF_PN1_,0.37,0
setup reg to reg,echo_counter[14]$_DFFE_PN0P_,vehicle_detected$_DFFE_PN0P_,4.37,6
setup / recovery,echo,echo_counter[25]$_DFFE_PN0P_,3.72,7
max in group asynchronous,reset_n,ultrasonic_counter[25]$_DFF_PN0_,4.71,2
min in group asynchronous,reset_n,ultrasonic_counter[8]$_DFF_PN0_,0.91,1
-- per-stage QoR --
step / utilization / setup slack, ns / cells
after floorplan: - / 4.041 / 685
after global placement: 0.3300 / 3.320 / 963
after detailed placement: 0.3300 / 3.288 / 963
after CTS: 0.3604 / 3.736 / 995
after global routing: 0.3604 / 3.525 / 995
final: 0.3604 / 3.718 / 995
-- layout make-up --
class / count / share of cell area
inverter: 16 / 0.007613
clock buffer: 18 / 0.05440
sequential: 146 / 0.4642
clock inverter: 14 / 0.02982
timing repair buffer: 15 / 0.01761
multi-input combinational: 506 / 0.3819
tap: 280 / 0.04441
-- Yosys cell counts (3+ instances only) --
library cell  instances
or3_1                 3
nor2b_1               5
nor3_1               12
xnor2_1              11
nor2_1               68
o21ai_1               3
or2_2                 3
a21oi_1              12
mux2i_1              15
nand3_1              59
inv_1                16
and3_1               17
and2_1                7
ha_1                 12
nand2_1              71
nand4_1              29
o21ai_0              39
dfrtp_1             139
a22o_1                3
o211ai_1             11
and4_1               10
buf_4                 3
o31ai_1              12
nand2b_1              4
xor2_1               25
dfstp_2               7
clkbuf_1             11
nor4_1               18
a31oi_1               3
-- critical path, cell delays in order --
cell and delay, ns:
clkdlybuf4s50_1 0.63, and4_1 0.29, nand4_1 0.17, nor2_2 0.22, nand4_2 0.26, o211ai_1 0.25
o31ai_1 0.09
Power is estimated from default activity; no workload was simulated.
